File: design/flow/config.mk
export PLATFORM = sky130hd
export DESIGN_NAME = Caracteres16Seg
export DESIGN_NICKNAME = Caracteres16Seg
export VERILOG_FILES = /design/flow/design.v
export SDC_FILE = /design/flow/constraint.sdc
export NUM_CORES = 4
export LEC_CHECK = 1
export CORE_AREA = 10 10 90 90
export DIE_AREA = 0 0 100 100
File: design/flow/run.sh
#!/bin/bash
# OpenROAD 26Q1-2900-gdf79404cd8, Yosys 0.63+post, stock flow scripts
make -C /OpenROAD-flow-scripts/flow DESIGN_CONFIG=/design/flow/config.mk WORK_HOME=/design/flow/orfs finish
File: design/flow/design.v
module Caracteres16Seg(clk, rst, out);
    input clk, rst;
    output reg [15:0] out;
    reg [5:0] mem;
    always @(posedge clk)
        begin
            if (rst == 1)
                mem = 0;
            else
                mem = mem + 1;
        end
    always @(mem)
        begin
            case (mem)            
                0:     out = 15'b000000110000000;
                1:     out = 15'b001101100101000;
                2:     out = 15'b011101111000000;
                3:     out = 15'b011001111000100;
                4:     out = 15'b010011100000000;
                5:     out = 15'b011111100000000;
                6:     out = 15'b000000110000000;
                7:     out = 15'b001110000000000;
                8:     out = 15'b011101111000000;
                9:     out = 15'b000001100001001;
                10:    out = 15'b000000000010010;
                11:    out = 15'b010011111000000;
                12:    out = 15'b011001111000100;
                13:    out = 15'b000000110000000;
                14:    out = 15'b001110000000000;
                15:    out = 15'b011111100000000;
                16:    out = 15'b010110111000000;
                17:    out = 15'b010011111000000;
                18:    out = 15'b000000110000000;
            endcase
        end
endmodule
File: design/flow/constraint.sdc
current_design Caracteres16Seg

set clk_period 1.8
set clk_io_pct 0.2

create_clock -name clk0 -period $clk_period [get_ports {clk}]

set non_clock_inputs [all_inputs -no_clocks]
set_input_delay [expr $clk_period * $clk_io_pct] -clock clk0 $non_clock_inputs
set_output_delay [expr $clk_period * $clk_io_pct] -clock clk0 [all_outputs]
==> summary.txt <==
flow finished, numbers: yosys stat cell total around 100, largest net degree at the start of global routing 20, Crit path buffers/inverters 0, final tally of hold violations 0, register pins left without a clock 13, clock power share 35.5%, Pre-Place Util 13.9%, CP max-delay cell dfxtp_1, hold wc startpoint mem[0], endpoint class of the critical path register, Cell Pwr Density 490 nW/um2, Flop pwr share 36.5%, endpoints left unconstrained 27, status finished, final reports clean, final setup violation count 0, Cell Chain, Critical Path ha_1 > nand3_1 > xor2_1 > nor2_1, grt total ovfl 0, Pre-Repair DR Iteration Count 4, Setup Buffers After CTS 0, crit path launch type register, Hold Crit Depth 1, Vias 711, final core utilization approximately 18%, crit path DAT 1.32 ns, CP Class reg -> reg, leakage 0.449 nW, final slew viol count 0, Critical Path RT 1.90 ns, drt total wl 1980 um, min-delay worst type reg -> reg, total die area approximately 10000 um2, number of buffers created by CTS 3, Avg Cell Area, Syn 8.71 um2, Post-synth regs 19, clk latency late pin 0.22 ns, worst flop-to-flop path startpoint mem[0], largest area contributor in the netlist dlxtn_1, drt drc 0, vias in the first global route 711, core area between 6000 and 7000 um2, DR vias/cell roughly 3.8, slew margin rel. 61.4%, count of tool warnings 28, Die Ht 100 um, setup_tns 0 ns, initial drt markers 90, Top cell area share ~22%, EDFF count, synth 0, ANT cells 0, hold path endpoint mem[0], Syn Inst Count approximately 100, fin cells about 190, Clock Skew around 0.00016 ns, asr flop ratio synth 0%, first-pass GRT wire length approximately 3400 um, boundary pin count 18, post-route clock period utilization 68.0%, initial antenna violation count 0, synthesis-to-layout area growth 27.6%, antenna-violating nets left 0, FMAX 817 MHz, Net Switching about 140 uW, yosys stat area 871 um2, Port Buffer Count 15, # hold bufs at CTS 0, RSZ-0062 raised after global routing no, RePlAce Congestion 0.852, Die Wd 100 um, total of max-cap violations 0, Sw Ratio 25.5%, R2R depth 4, worst-path maximum fanout 8, Worst path max stage delay 0.39 ns, internal reg-to-reg setup slack 0.58 ns, CTS H-Tree Depth 1, Total GRT Usage just under 4%, distinct lib cells 43, CTS tree done, post-CTS sizing 0, worst-margin pin slew 0.576 ns, hpwl dp 1490 um, Syn Std Cell Area 871 um2, largest delay contributor family on the critical path flip-flops, Combinational Power Share 28.0%, CTS clk-pin slew, worst paths 0.03 ns, row cnt 29, CTS Root Cell clkbuf_8, Yosys warnings 1, IR drop worst, VDD 242 uV, Post-synth top flop dlxtn_1, Tmin final 1.22 ns, reg2reg end mem[4], biggest area cells dlxtn_1, dfxtp_1, buf_4, ha_1, nor2_1, Pint around 410 uW, Clock Tree Buf Depth 2, routed len/inst around 10 um, placed cells about 190, layout cells sized above 1 10.7%
-- sequential cells by signal, summed over array words and instances, names as in the netlist --
name	count
out	13
mem	6
-- power by group through the flow --
| stage | Sequential, mW | Combinational, mW | Clock [mW] |
|---|---|---|---|
| finish | 0.199 | 0.152 | 0.193 |
| global route | 0.200 | 0.174 | 0.213 |
| CTS | 0.199 | 0.154 | 0.200 |
-- metal layers --
metal  global-route usage (%)  share of wire [%]  vias up
li1                         -                  -      370
met1                     5.71                 50      325
met2                     5.67                 43       16
met3                     1.32                7.7        0
met4                    0.652                  0        0
met5                        0                  0        -
-- logic make-up (layout without fill, tap and decap cells) --
family                     after synthesis  count (layout)  synth area share (%)
xor gates and xnor gates                 5               5                  5.03
AOI/OAI and AO/OA                       16              16                  13.7
and+or+nand+nor                         38              38                  25.3
buffers and inverters                   14              25                  10.2
latches                                 13              13                  22.4
DFF                                      6               6                  13.8
muxes                                    3               3                  3.45
adders and majority gates                4               4                  5.75
other                                    1               2                 0.431
-- through the flow --
step | worst slack (ns) | power (mW) | hold slack (ns) | cell area, um2
after floorplan | 0.730 | 0.300 | 0.427 | 875
after global placement | 0.642 | 0.354 | 0.465 | 1070
final | 0.576 | 0.544 | 0.490 | 1110
after detailed placement | 0.605 | 0.354 | 0.477 | 1070
after global routing | 0.464 | 0.588 | 0.518 | 1110
after CTS | 0.587 | 0.553 | 0.487 | 1110
-- cells in the mapped netlist, types with 2 or more instances --
cell,instances
buf_2,2
nand2_1,2
xor2_1,2
nor3_1,2
o21ai_0,2
dlxtn_1,13
or4_1,2
ha_1,4
mux2i_1,3
xnor2_1,3
nor2_1,12
nand3b_1,2
or3_1,2
dfxtp_1,6
buf_4,7
and3_1,3
a21oi_1,3
inv_1,3
nand3_1,3
-- layout make-up --
cell class,instances,area [um2]
Clock buffer,3,41.3
Fill cell,709,5170
Inverter,4,15.0
Multi-Input combinational cell,68,470
Sequential cell,19,315
Tap cell,77,96.3
Timing Repair Buffer,18,173
-- placed cells by master, fill, tap and decap left out, types with 2 or more instances in the layout --
cell type / count
clkdlybuf4s50_1: 15
dlxtn_1: 13
nor2_1: 12
dfxtp_1: 6
ha_1: 4
inv_1: 3
and3_1: 3
mux2i_1: 3
nand3_1: 3
a21oi_1: 3
xnor2_1: 3
clkbuf_8: 3
buf_4: 3
nor3_1: 2
nand2_1: 2
or3_1: 2
or4_1: 2
nand3b_1: 2
o21ai_0: 2
xor2_1: 2
conb_1: 2
-- worst max-delay path by stage --
stage | depth (start not counted) | start | slack (ns) | to
CTS | 4 | mem[0] | 0.59 | mem[4]
global route | 4 | mem[0] | 0.46 | mem[4]
finish | 4 | mem[0] | 0.58 | mem[4]
No activity file was given, so power comes from the tool's default toggle rates.
