--- /design/flow/design.v ---
module counter_display(clk, rst, out);
	input clk, rst;
	output reg [7:0] out;
	reg [2:0] mem;
	always @(posedge clk)
		begin
			if (rst == 1) 
				mem = 0;
			else 
				mem = mem + 1;
		end
	always @(mem)
		begin
			case (mem)
				0: out = 8'b10000000;
				1: out = 8'b11000000;
				2: out = 8'b11100000;
				3: out = 8'b11110000;
				4: out = 8'b11111000;
				5: out = 8'b11111100;
				6: out = 8'b11111110;
				7: out = 8'b11111111;
			endcase
		end
endmodule
--- /design/flow/run.sh ---
#!/bin/bash
# OpenROAD 26Q1-2900-gdf79404cd8, Yosys 0.63+post, stock flow scripts
make -C /OpenROAD-flow-scripts/flow DESIGN_CONFIG=/design/flow/config.mk WORK_HOME=/design/flow/orfs finish
--- /design/flow/config.mk ---
export PLATFORM = sky130hd
export DESIGN_NAME = counter_display
export DESIGN_NICKNAME = counter_display
export VERILOG_FILES = /design/flow/design.v
export SDC_FILE = /design/flow/constraint.sdc
export NUM_CORES = 4
export LEC_CHECK = 1
export CORE_AREA = 10 10 70 70
export DIE_AREA = 0 0 80 80
--- /design/flow/constraint.sdc ---
current_design counter_display

set clk_period 1.7
set clk_io_pct 0.2

create_clock -name clk0 -period $clk_period [get_ports {clk}]

set non_clock_inputs [all_inputs -no_clocks]
set_input_delay [expr $clk_period * $clk_io_pct] -clock clk0 $non_clock_inputs
set_output_delay [expr $clk_period * $clk_io_pct] -clock clk0 [all_outputs]
==> flow_metrics.tcl <==
# implementation run metrics
set metrics [dict create \
    synth_seq_share 0.653 \
    finalPower_mw 0.467 \
    maxCapViolations 0 \
    swShare 0.207 \
    warnings 25 \
    clock_sinks 10 \
    period_needed_ps 1360 \
    hold_viol_final 0 \
    ys_top_cells_by_area "dfxtp_1 (65%), xnor2_2 (5.3%), a21oi_1 (4.9%)" \
    numCtsBuffers 3 \
    ant_nets 0 \
    drive_gt1_frac 0.108 \
    rsz0062_at_grt "false" \
    fin_worst_skew_ps 1.43 \
    yosys_cells 28 \
    htree_levels 1 \
    slowest_stage "clkdlybuf4s50_1" \
    top_cell_area_share 0.653 \
    irDropWorstVdd_mv 0.168 \
    vias_per_cell 2.41 \
    cts_setup_buffers 0 \
    pre_cts_slack_ps 475 \
    firstDrtPassIters 2 \
    fmax_mhz 733 \
    synth_cells 28 \
    hp-class "register to register" \
    comb_power_share 0.128 \
    insertion_delay_ps 250 \
    worst_setup_path_end_kind "output port" \
    die_y_um 80 \
    worstPathMaxFanout 1 \
    lay_top_count "dfxtp_1" \
    first_global_vias 183 \
    fin_area_sq_um 454 \
    ios 10 \
    coreArea_sq_um 3420 \
    n_fill_cell 393 \
    crit_path_cell_trace "clkdlybuf4s50_1" \
    die_x_um 80 \
    criticalPathCategory "register to output port" \
    antenna_found_initial 0 \
    synth_chip_area_sq_um 307 \
    grt_usage 0.0147 \
    fp-utilization 0.0897 \
    internal-power_mw 0.370 \
    synth.avg_cell_area_sq_um 10.9 \
    diodes 0 \
    p_per_area_nw_per_um2 1030 \
    totalWireLength_um 490 \
    port_buffers 8 \
    grt_first_pass_wirelength_um 800 \
    clk_pin_slew_worst_paths_ps 50 \
    synth_warnings 1 \
    cts_resized 0 \
    cts_tree "yes" \
    clockPowerShare 0.316 \
    critical_path_arrival_ps 1020 \
    cts_buffer_depth 2 \
    dp_hpwl_um 391 \
    num_rows 21 \
    cp_top_family "buffers and inverters" \
    power_switching_mw 0.0969 \
    outcome "finished, final reports clean" \
    chip_area_sq_um 6400 \
    ctsRootBufferMaster "clkbuf_4" \
    yosys.area.top_type "dfxtp_1" \
    final_util 0.133 \
    vias 200 \
    grt_overflow 0 \
    synth_cell_types 12 \
    drc 0 \
    placed_cell_area_sq_um 432 \
    cellLeakagePower_nw 0.164 \
    fin_ws_ps 336 \
    grt_max_degree 11 \
    postCtsHoldBufs 0 \
    fin_crit_sh 0.802 \
    timing.setup.tns_ps 0 \
    required_ps 1360 \
    drt-wirelength-per-cell_um 5.90 \
    cp_num_buf_inv 1 \
    cp-start-kind "register" \
    slew_viol_final 0 \
    seq_power_share 0.556 \
    slowest_delay_ps 460 \
    first_iter_violations 35 \
    ys_seq_elements 10 \
    syn-cell-area_sq_um 307 \
    area_delta_synth_final_pct 48.2 \
    place.gp.congestion 0.713 \
    finalSetupViolCount 0 \
    lay_top_cells "dfxtp_1 (10), clkdlybuf4s50_1 (8), nor2_1 (4)" \
]
-- flip-flops by register name (all words and copies together), names as in the netlist --
signal  count
mem         3
out         7
-- cell type report --
cell class,instances,area (sq um),area share
tap,46,57.6,0.127
sequential,10,200,0.441
clock buffer,3,22.5,0.0496
inverter,1,3.75,0.00826
multi-input combinational,15,90.1,0.198
timing repair buffer,8,80.1,0.176
-- per-stage QoR --
step	hold WS [ps]	cells
after global routing	485	83
final	440	83
after CTS	447	83
after global placement	431	80
after floorplan	405	28
after detailed placement	431	80
-- power groups by stage --
stage         Combinational (mW)  Sequential [mW]  Clock [mW]
finish                    0.0599            0.260       0.148
global route              0.0667            0.262       0.171
CTS                       0.0607            0.260       0.156
-- cells in the mapped netlist --
master    count
conb_1        1
buf_2         1
nor2b_1       1
buf_4         1
nand2b_1      1
nor2_1        4
inv_1         1
xnor2_2       1
dfxtp_1      10
a21oi_1       3
nor3_1        3
ha_1          1
-- layer usage --
metal	vias up	GRT usage	share of wire
met5	-	0	0
met2	8	0.0193	0.42
met1	84	0.0182	0.41
met3	2	0.00909	0.14
li1	106	-	-
met4	0	0.00704	0.020
-- worst paths after layout --
kind                          start                end  slack (ps)  cells past startpoint
hold reg to reg   mem[0]$_SDFF_PP0_  mem[0]$_SDFF_PP0_         440                      1
setup reg to reg  mem[0]$_SDFF_PP0_  out[4]$_SDFF_PP1_         550                      3
hold / removal    mem[0]$_SDFF_PP0_  mem[0]$_SDFF_PP0_         440                      1
setup / recovery  out[5]$_SDFF_PP1_             out[5]         340                      1
-- cells by family (layout without fill, tap and decap cells) --
logic type      Yosys count  after routing  synth area share
fa+ha+maj                 1              1            0.0408
buf+inv                   3             12            0.0530
simple gates              9              9             0.139
flops                    10             10             0.653
xor+xnor                  1              1            0.0531
other cells               1              1            0.0122
compound gates            3              3            0.0490
Power is estimated from default activity; no workload was simulated.
