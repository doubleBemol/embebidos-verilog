`design/flow/config.mk`:
```
export PLATFORM = sky130hd
export DESIGN_NAME = counter_to_digits
export DESIGN_NICKNAME = counter_to_digits
export VERILOG_FILES = /design/flow/design.v
export SDC_FILE = /design/flow/constraint.sdc
export NUM_CORES = 4
export LEC_CHECK = 1
export CORE_AREA = 10 10 70 70
export DIE_AREA = 0 0 80 80
```
`design/flow/constraint.sdc`:
```
current_design counter_to_digits

set clk_period 1.6
set clk_io_pct 0.2

create_clock -name clk0 -period $clk_period [get_ports {clk}]

set non_clock_inputs [all_inputs -no_clocks]
set_input_delay [expr $clk_period * $clk_io_pct] -clock clk0 $non_clock_inputs
set_output_delay [expr $clk_period * $clk_io_pct] -clock clk0 [all_outputs]
```
`design/flow/design.v`:
```
module counter_to_digits(clk, rst, out);
	input clk, rst;
	output reg [7:0] out;
	reg [2:0] mem;
	always @(posedge clk)
		begin
			if (rst == 1)
				mem = 0;
			else
				mem = mem + 1;
		end
	always @(mem)
		begin
			case (mem)
				0: out = 8'b01111110;
				1: out = 8'b00110000;
				2: out = 8'b01101101;
				3: out = 8'b01111001;
				4: out = 8'b00110011;
				5: out = 8'b01011011;
				6: out = 8'b01011110;
				7: out = 8'b01110001;
				8: out = 8'b01111111;
				9: out = 8'b01110011;
				10: out = 8'b01110111;
				11: out = 8'b00011111;
				12: out = 8'b01001110;
				13: out = 8'b00111101;
				14: out = 8'b01001111;
				15: out = 8'b01000111;
			endcase
		end
endmodule
```
`design/flow/run.sh`:
```
#!/bin/bash
# OpenROAD 26Q1-2900-gdf79404cd8, Yosys 0.63+post, stock flow scripts
make -C /OpenROAD-flow-scripts/flow DESIGN_CONFIG=/design/flow/config.mk WORK_HOME=/design/flow/orfs finish
```
==> Changelog: implementation <==
### Changed

- Total number of vias: 293
- Die W: 80 µm
- Min setup slack post-route: 0.0853 ns
- Worst hold path type: flip-flop to flip-flop
- Die area: 0.00640 mm²
- Area leader, netlist: dfxtp_1
- RSZ-0062 raised after global routing: true
- Post-synthesis cell area: 438 µm²
- HP Start: mem[0]
- Initial Util: 0.128
- Design Area, Final: 644 µm²
- Avg Cell Area, Syn: 10.9 µm²
- Vias per cell: 2.93
- Log Warnings: 31
- Storage element area: 201 µm²
- Post-DRT Antenna Nets: 0
- First-pass GRT wire length: 1380 µm
- Yosys Chip Area: 438 µm²
- Fill cells: 381
- Setup violators final: 0
- Post-route DRC: 0
- Total power: 577 µW
- CP endpoint kind: flip-flop
- Largest net degree at the start of global routing: 9
- Post-synth top area share: 0.457
- Final hold violations: 0
- Cell count after synthesis: 40
- Total gr overflow: 0
- Crit Path Class: flip-flop to flip-flop
- Iteration tally of the first detailed-router pass: 2
- CP max FO: 3
- RD Place Congestion: 0.746
- Clock Latency Late Sink: 0.26 ns
- Yosys warns: 1
- H-tree depth: 1
- Share of post-route cells with drive strength above 1: 0.241
- Postcts setup bufs: 0
- Fmax: 660 MHz
- Final Cycle Share: 0.947
- Cells in synth_stat.txt: 40
- Tmin final: 1.51 ns
- Final TNS setup: 0 ns
- Top-level I/O count: 10
- Static leakage: 0.000258 µW
- Number of max-cap violations: 0
- Top cells excl fill/tap: dfxtp_1, clkdlybuf4s50_1, ha_1
- Seq/Total Area, Yosys: 0.457
- Fin. max-slew vios: 0
- Crit path launch type: flip-flop
- FP Rows: 21
- Synth flops: 10
- Critical Path AT: 1.66 ns
- Placement Setup Slack: -0.159 ns
- Worst VDD drop: 0.248 mV
- GRT Overall Usage: 0.0281
- Setup crit start: mem[0]
- CP Data Required Time: 1.74 ns
- Antenna Cells: 0
- Unique cell types: 19
- Drt wl/cell: 8.27 µm
- # port buffers: 8
- Power Density: 896 mW/mm²
- FF-to-FF Start: mem[0]
- Clk_skew: 0.000835 ns
- Clock root cell: clkbuf_4
- Core area: 0.00342 mm²
- Status: finished clean
- Synth area leaders: dfxtp_1, ha_1, mux2i_1
- Final WL: 827 µm
- Vias in the first global route: 295
- Initial antenna violation count: 0
- Die H: 80 µm
- Post-DP Area: 608 µm²
- Sink Count: 10
- Clock buffer depth: 2
- CTS Buf Count: 3
- CTS tree: yes
- Area Growth Syn to Fin: 47.1%
- DR iter-0 viols: 6
- Worst-path clk slew: 0.06 ns
- Commonest Layout Cell: dfxtp_1
- DPL Wire Length: 678 µm
- Hold buffer count at cts: 0
- Comb area: 238 µm²
## Yosys cell counts
cell type / instances
dfxtp_1: 10
ha_1: 7
nor2_1: 3
inv_1: 2
mux2i_1: 2
nand2_1: 2
nor2b_1: 2
a211oi_1: 1
buf_2: 1
buf_4: 1
conb_1: 1
nand3_1: 1
nand3b_1: 1
nor2_4: 1
o21ai_0: 1
o31ai_1: 1
or3_1: 1
xnor2_2: 1
xor2_1: 1
## repair_timing
action                                  in CTS  in global routing
hold endpoints to repair                     0                  0
resized                                      0                  2
endpoints found under the setup margin       0                  1
## sequential cells by signal, indices dropped and copies added (netlist names)
| signal | flops |
|---|---|
| out | 7 |
| mem | 3 |
## layout make-up
cell class,instances,share of cell area
Sequential cell,10,0.313
Multi-Input combinational cell,26,0.369
Inverter,2,0.0117
Clock buffer,3,0.0350
Timing Repair Buffer,13,0.183
Tap cell,46,0.0893
## critical path, stage by stage (launching register included)
cell     delay (ns)
dfxtp_2        0.33
ha_4           0.27
nor2b_4        0.13
inv_1          0.06
ha_1           0.28
or3_1          0.34
## final timing paths
| path | cells after the start | to | slack, ns |
|---|---|---|---|
| max | 5 | out[5] | 0.09 |
| max reg2reg | 5 | out[5] | 0.09 |
| min | 2 | mem[0] | 0.55 |
| min reg2reg | 2 | mem[0] | 0.55 |
## cells by family (layout without fill, tap and decap cells)
group                    after synthesis  count (layout)  share of synthesized area
AND-OR/OR-AND                          3               3                     0.0457
XOR/XNOR                               2               2                     0.0572
adder cells (fa/ha/maj)                7               7                      0.200
buffers and inverters                  4              18                     0.0457
flip-flops                            10              10                      0.457
multiplexers                           2               2                     0.0457
other                                  1               1                    0.00856
AND/OR/NAND/NOR                       11              11                      0.140
## routing by layer
metal  vias to the layer above  GRT usage  share of wire
met4                         0    0.00176         0.0097
li1                        158          -              -
met2                        12     0.0313           0.33
met3                         2     0.0250           0.14
met1                       121     0.0395           0.52
met5                         -          0              0
## power by group
group | leakage [µW] | internal [µW] | total [µW] | switching (µW)
sequential | 0.0000832 | 275 | 285 | 10.2
combinational | 0.000161 | 80.7 | 131 | 50.4
clock | 0.0000138 | 86.3 | 161 | 74.7
total | 0.000258 | 442 | 577 | 135
## through the flow
step	utilization	instances	hold slack (ns)
2_1_floorplan	-	40	0.410
3_3_place_gp	0.178	97	0.521
3_5_place_dp	0.178	97	0.530
4_1_cts	0.185	100	0.539
5_1_grt	0.189	100	0.573
6_report	0.189	100	0.550
Power figures rest on the tool's default switching activity, not on a simulated workload.
